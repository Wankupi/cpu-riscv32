### design/flow/run.sh
#!/bin/bash
# OpenROAD 26Q1-2900-gdf79404cd8, Yosys 0.63+post, stock flow scripts
make -C /OpenROAD-flow-scripts/flow DESIGN_CONFIG=/design/flow/config.mk WORK_HOME=/design/flow/orfs finish
### design/flow/config.mk
export PLATFORM = sky130hd
export DESIGN_NAME = LoadStoreBuffer
export DESIGN_NICKNAME = LoadStoreBuffer
export VERILOG_FILES = /design/flow/design.v
export SDC_FILE = /design/flow/constraint.sdc
export NUM_CORES = 4
export LEC_CHECK = 1
export CORE_UTILIZATION = 40
### design/flow/constraint.sdc
current_design LoadStoreBuffer

set clk_period 34.3
set clk_io_pct 0.2

create_clock -name clk0 -period $clk_period [get_ports {clk_in}]

set non_clock_inputs [all_inputs -no_clocks]
set_input_delay [expr $clk_period * $clk_io_pct] -clock clk0 $non_clock_inputs
set_output_delay [expr $clk_period * $clk_io_pct] -clock clk0 [all_outputs]
### design/flow/design.v
module LoadStoreBuffer #(
    parameter LSB_SIZE_BIT = 3
) (
    input wire clk_in,   
    input wire rst_in,   
    input wire rdy_in,   
    input  wire                        inst_valid,
    input  wire [4 - 1 : 0] inst_type,
    input  wire [                31:0] inst_r1,
    input  wire [                31:0] inst_r2,
    input  wire [5 - 1:0] inst_dep1,
    input  wire [5 - 1:0] inst_dep2,
    input  wire                        inst_has_dep1,
    input  wire                        inst_has_dep2,
    input  wire [                11:0] inst_offset,
    input  wire [5 - 1:0] inst_rob_id,
    output reg                         full,
    output wire        cache_valid,
    output reg         cache_wr,
    output reg  [ 2:0] cache_size,
    output reg  [31:0] cache_addr,
    output reg  [31:0] cache_value,
    input  wire        cache_ready,
    input  wire [31:0] cache_res,
    input wire                          rob_empty,
    input wire [5 - 1 : 0] rob_id_head,
    input wire                          rs_ready,
    input wire [5 - 1 : 0] rs_rob_id,
    input wire [                  31:0] rs_value,
    output wire                         lsb_ready,
    output wire [5- 1 : 0] lsb_rob_id,
    output wire [                 31:0] lsb_value
);
    localparam LSB_SIZE = 1 << LSB_SIZE_BIT;
    reg  [  LSB_SIZE_BIT - 1:0] head;
    reg  [  LSB_SIZE_BIT - 1:0] tail;
    reg  [    LSB_SIZE_BIT : 0] size;
    reg                         busy     [0 : LSB_SIZE - 1];
    reg  [5 - 1:0] rob_id   [0 : LSB_SIZE - 1];
    reg  [  4 - 1:0] work_type[0 : LSB_SIZE - 1];
    reg  [                31:0] r1       [0 : LSB_SIZE - 1];
    reg  [                31:0] r2       [0 : LSB_SIZE - 1];
    reg  [5 - 1:0] dep1     [0 : LSB_SIZE - 1];
    reg  [5 - 1:0] dep2     [0 : LSB_SIZE - 1];
    reg                         has_dep1 [0 : LSB_SIZE - 1];
    reg                         has_dep2 [0 : LSB_SIZE - 1];
    reg  [                11:0] offset   [0 : LSB_SIZE - 1];
    wire                        pop_able;
    assign pop_able = cache_ready;
    reg work;
    wire [LSB_SIZE_BIT - 1 : 0] k = work ? head + 1 : head;
    wire [31:0] need_addr = r1[k] + {{20{offset[k][11]}}, offset[k]};
    wire need_confirm = work_type[k][3] || (need_addr[17:16] == 2'b11);
    wire shot_able = busy[k] && !has_dep1[k] && !has_dep2[k] && (!need_confirm || (!rob_empty && rob_id[k] == rob_id_head));
    wire shot_this_cycle = shot_able && (!work || cache_ready);
    assign cache_valid = work;
    wire [LSB_SIZE_BIT : 0] next_size = (inst_valid && !pop_able) ? size + 1 : (!inst_valid && pop_able) ? size - 1 : size;
    wire next_full = next_size == LSB_SIZE || next_size + 1 == LSB_SIZE;
    integer i;
    always @(posedge clk_in) begin
        if (rst_in) begin
            head <= 0;
            tail <= 0;
            size <= 0;
            full <= 0;
            work <= 0;
            for (i = 0; i < LSB_SIZE; i = i + 1) begin : RESET
                busy[i] <= 0;
                rob_id[i] <= 0;
                work_type[i] <= 0;
                r1[i] <= 0;
                r2[i] <= 0;
                has_dep1[i] <= 0;
                has_dep2[i] <= 0;
                dep1[i] <= 0;
                dep2[i] <= 0;
                offset[i] <= 0;
            end
        end
        else if (rdy_in) begin
            size <= next_size;
            full <= next_full;
            if (shot_this_cycle) begin
                work <= 1;
                cache_wr <= work_type[k][3];
                cache_addr <= need_addr;
                cache_size <= work_type[k][2:0];
                cache_value <= r2[k];
            end
            else if (work && cache_ready) begin
                work <= 0;
            end
            if (inst_valid) begin
                tail <= tail + 1;
                busy[tail] <= 1;
                rob_id[tail] <= inst_rob_id;
                work_type[tail] <= inst_type;
                r1[tail] <= !inst_has_dep1 ? inst_r1 : rs_ready && inst_dep1 == rs_rob_id ? rs_value : lsb_ready && inst_dep1 == lsb_rob_id ? lsb_value : 32'b0;
                r2[tail] <= !inst_has_dep2 ? inst_r2 : rs_ready && inst_dep2 == rs_rob_id ? rs_value : lsb_ready && inst_dep2 == lsb_rob_id ? lsb_value : 32'b0;
                dep1[tail] <= inst_dep1;
                dep2[tail] <= inst_dep2;
                has_dep1[tail] <= inst_has_dep1 && !(rs_ready && inst_dep1 == rs_rob_id) && !(lsb_ready && inst_dep1 == lsb_rob_id);
                has_dep2[tail] <= inst_has_dep2 && !(rs_ready && inst_dep2 == rs_rob_id) && !(lsb_ready && inst_dep2 == lsb_rob_id);
                offset[tail] <= inst_offset;
            end
            if (pop_able) begin
                head <= head + 1;
                busy[head] <= 0;
            end
            for (i = 0; i < LSB_SIZE; i = i + 1) begin : UPDATE
                if (busy[i]) begin
                    if (rs_ready && has_dep1[i] && (rs_rob_id == dep1[i])) begin
                        r1[i] <= rs_value;
                        has_dep1[i] <= 0;
                    end
                    if (rs_ready && has_dep2[i] && (rs_rob_id == dep2[i])) begin
                        r2[i] <= rs_value;
                        has_dep2[i] <= 0;
                    end
                    if (lsb_ready && has_dep1[i] && (lsb_rob_id == dep1[i])) begin
                        r1[i] <= lsb_value;
                        has_dep1[i] <= 0;
                    end
                    if (lsb_ready && has_dep2[i] && (lsb_rob_id == dep2[i])) begin
                        r2[i] <= lsb_value;
                        has_dep2[i] <= 0;
                    end
                end
            end
        end
    end
    assign lsb_ready  = cache_ready;
    assign lsb_rob_id = rob_id[head];
    assign lsb_value  = cache_res;
endmodule
==> summary.txt <==
area delta synth->final - 14.42%
crit path from - cache_res[26]
ys async rst share - 0%
std cell rows - 133
Buf/Inv on CP - 2
PortBufs - 285
total tool warning count - 30
Pint - 0.001982 W
die area - 0.1345 mm^2
Routed WL - 200800 um
Critical Path AT - 8.53 ns
# setup viols final - 0
Pre-Place Util - 40.41%
routed length per placed instance - 31.36 um
comb. cell area - 0.02533 mm^2
setup TNS - 0 ns
clock network fraction of total power - 40.5%
most frequent CP cell - clkdlybuf4s50_1
TritonCTS Buffers - 102
worst-margin pin slew - 0.9129 ns
post-route DRC violation count - 0
run status - completed
CP max FO - 19
worst hold start - size[3]$_SDFFE_PP0P_
PwrDens - 44.41 mW/mm^2
Synth Warn # - 1
Max-cap violations - 0
clk slew on worst S/H paths - 0.05 ns
HP Class - reg -> reg
Worst VDD drop - 0.05544 mV
worst r2r src - head[0]$_SDFFE_PP0P_
CTS resizes - 0
vias in the first global route - 40740
largest net degree at the start of global routing - 78
Final period util - 44.87%
CP endpoint kind - output pin
Max Freq - 64.97 MHz
register bit count reported by yosys - 867
headroom to the max-slew limit - 38.95%
cell type with the largest total area - edfxtp_1
hold_buf cts - 0
TritonCTS clock tree - built
crit path DRT - 27.44 ns
register share after synthesis - 48.51%
1st-iter DRT viols - 3558
number of clock sinks - 867
Reg area - 0.02580 mm^2
RSZ-0062 raised after global routing - no
I/O Pins - 286
Fin. Hold Viols - 0
initial antenna violation count - 10
share of layout cells above drive strength 1 - 17.17%
Max Buffers Root-to-Sink - 3
Layout Skew - 0.06717 ns
Yosys cell types - 89
Post-synth EDFFs - 844
RePlAce Congestion - 0.9770
total gr overflow - 0
clk latency of the worst-skew pair - 0.76 ns
Flop pwr share - 45.5%
core region area - 0.1316 mm^2
post-DR vias/cell - 6.214
Crit path max-delay family - buffers and inverters
post-DP HPWL - 118800 um
yosys stat cell total - 4486
Post-Syn Area - 0.05320 mm^2
via count - 39780
Crit-path slowest cell - clkdlybuf4s50_1
final-report max-slew violation count - 0
CP Launch Type - input port
slowest stage delay, CP - 1.07 ns
Lkg Pwr - 24.37 nW
drt pass-1 iters - 6
Post-synth area hogs - edfxtp_1 48%, mux2i_1 11%, mux4_2 7.2%
H-tree Lvls - 3
Tmin final - 15.39 ns
chip area in the Yosys report - 0.05320 mm^2
remaining antenna violation count after routing - 0
top area contributor share - 47.64%
fillcell total - 11670
WS Path Type - in -> out
switching power - 0.0007212 W
Comb pwr share - 14.0%
Gate Count Post-Synth - 4486
post-layout util - 46.24%
total track usage - 31.41%
Die X - 366.7 um
first-pass GRT wire length - 283700 um
CTS root buffer - clkbuf_16
Avg Cell Area, Syn - 11.86 um^2
die height - 366.7 um
worst-path cell chain - clkdlybuf4s50_1 > clkdlybuf4s50_1
Dominant Register Cell - edfxtp_1
post-CTS setup buffers - 0
Switching Share - 26.68%
cells in the mapped netlist (10+ instances only):
cell	count
and3_1	370
or4_1	11
inv_1	26
buf_6	16
nor2_1	139
buf_2	64
or3_1	14
nand4_1	36
mux4_2	170
ha_1	40
nor2b_1	14
a31oi_1	31
or2_2	40
nor4_1	22
and2_1	260
dfxtp_1	23
nand3_1	39
nor3_1	62
buf_4	54
a21o_1	21
a22oi_1	35
mux2i_1	569
mux2_2	171
a21oi_1	442
edfxtp_1	844
buf_1	25
a211oi_1	10
a21boi_0	19
o21ai_1	39
o21ai_0	44
clkbuf_1	321
xor2_1	75
xnor2_1	97
nand2_1	171
nor4b_1	10
a221o_1	33
and4_1	10
power by group through the flow:
| stage | clock network, W | logic (W) | registers [W] |
|---|---|---|---|
| 4_1_cts | 0.00111 | 0.000378 | 0.00123 |
| 5_1_grt | 0.00115 | 0.000404 | 0.00124 |
| 6_report | 0.00109 | 0.000379 | 0.00123 |
per-stage QoR:
stage,power [W],worst slack [ns],hold slack (ns),instances,cell area (um^2)
5_1_grt,0.002785,18.83,0.5950,6401,60870
4_1_cts,0.002718,18.92,0.5469,6398,60860
2_1_floorplan,0.001483,20.48,0.4642,4486,53200
3_3_place_gp,0.001626,18.94,0.5012,6206,57530
3_5_place_dp,0.001629,18.92,0.5076,6206,57530
6_report,0.002703,18.91,0.5459,6402,60870
placed cells by master (no fill, tap or decap), types with 24 or more instances in the layout:
cell type	count
edfxtp_1	844
a221o_1	33
clkdlybuf4s50_1	283
buf_4	159
xnor2_1	97
xor2_1	74
o21ai_1	39
a21oi_1	442
ha_1	40
and3_1	366
nor2_1	136
clkinv_1	31
nand2_1	166
a31oi_1	31
o21ai_0	43
mux4_2	170
a22oi_1	35
or2_2	40
mux2i_1	568
inv_1	24
nand3_1	32
and2_1	256
mux2_2	171
clkbuf_16	102
nor3_1	54
nand4_1	36
state kept, by name, indices dropped and copies added (netlist names), 3 cells and up, named ones only:
register     cells
r2             256
has_dep1         8
r1             256
offset          96
head             3
cache_addr      32
cache_size       3
cache_value     32
busy             8
tail             3
dep2            40
work_type       32
dep1            40
has_dep2         8
rob_id          40
size             4
kinds of logic (layout without fill, tap and decap cells):
family          count (synthesis)  count (layout)  share of synthesized area, %
compound gates                741             741                         8.371
xor+xnor                      174             174                         2.893
fa+ha+maj                      41              41                        0.9784
buf+inv                       511             668                         4.370
flops                         867             867                         48.51
mux                           915             915                         21.66
other cells                     0               4                             0
simple gates                 1237            1237                         13.22
cell type report:
cell class | instances | area share, %
flip-flops and latches | 867 | 42.39
multi-input cells | 3108 | 41.62
repair buffers | 446 | 6.697
clock buffers | 123 | 4.323
well taps | 1755 | 3.607
clock inverters | 69 | 1.157
inverters | 30 | 0.1891
diodes | 4 | 0.01644
layer usage:
| metal | vias up | global-route usage [%] | share of wire [%] |
|---|---|---|---|
| li1 | 17140 | - | - |
| met1 | 19190 | 39.99 | 35 |
| met2 | 2890 | 44.22 | 44 |
| met3 | 546 | 19.63 | 16 |
| met4 | 10 | 12.05 | 4.8 |
| met5 | - | 1.531 | 0.11 |
worst reg2reg max path, stage by stage, from the launching register on:
cell and delay [ns]:
dfxtp_1 0.60, ha_1 0.35, mux2i_4 0.17, buf_12 0.43
buf_4 0.71, buf_4 0.78, mux4_2 0.47, mux2_2 0.37
ha_1 0.39, a2111oi_0 0.39, o21ai_0 0.24, a41oi_1 0.51
o31a_1 0.27, xnor2_1 0.16, a21o_1 0.32, a2111oi_0 0.45
buf_4 0.21, a21boi_4 0.17, buf_4 0.49
final timing paths:
path	end	cells past startpoint	slack [ns]
worst max register to register	cache_addr[14]$_DFFE_PP_	18	26.35
worst min register to register	size[3]$_SDFFE_PP0P_	2	0.55
worst max-delay path	lsb_value[26]	2	18.91
worst min-delay path	size[3]$_SDFFE_PP0P_	2	0.55
Power and IR drop assume default switching activity.
