### design.v
module ReservationStaion #(
    parameter RS_SIZE_BIT = 3
) (
    input wire clk_in,   
    input wire rst_in,   
    input wire rdy_in,   
    input wire                           inst_valid,
    input wire [   5 - 1 : 0] inst_type,
    input wire [5  - 1 : 0] inst_rob_id,
    input wire [                 31 : 0] inst_r1,
    input wire [                 31 : 0] inst_r2,
    input wire [ 5 - 1 : 0] inst_dep1,
    input wire [ 5 - 1 : 0] inst_dep2,
    input wire                           inst_has_dep1,
    input wire                           inst_has_dep2,
    output reg full,
    input wire                          lsb_ready,
    input wire [5 - 1 : 0] lsb_rob_id,
    input wire [                31 : 0] lsb_value,
    output wire                          rs_ready,
    output wire [5 - 1 : 0] rs_rob_id,
    output wire [                31 : 0] rs_value
);
    localparam RS_SIZE = 1 << RS_SIZE_BIT;
    reg                           busy      [0 : RS_SIZE - 1];
    reg  [5 - 1 : 0] rob_id    [0 : RS_SIZE - 1];
    reg  [  5 - 1 : 0] work_type [0 : RS_SIZE - 1];
    reg  [                31 : 0] r1        [0 : RS_SIZE - 1];
    reg  [                31 : 0] r2        [0 : RS_SIZE - 1];
    reg                           has_dep1  [0 : RS_SIZE - 1];
    reg                           has_dep2  [0 : RS_SIZE - 1];
    reg  [5 - 1 : 0] dep1      [0 : RS_SIZE - 1];
    reg  [5 - 1 : 0] dep2      [0 : RS_SIZE - 1];
    wire                          executable[0 : RS_SIZE - 1];
    wire                          free1     [0 : RS_SIZE - 1];
    wire                          free2     [0 : RS_SIZE - 1];
    wire [                31 : 0] sv1       [0 : RS_SIZE - 1];
    wire [                31 : 0] sv2       [0 : RS_SIZE - 1];
    generate
        genvar i;
        for (i = 0; i < RS_SIZE; i = i + 1) begin : Exe
            assign executable[i] = busy[i] && !has_dep1[i] && !has_dep2[i];
        end
    endgenerate
    wire shotable;
    wire [RS_SIZE_BIT - 1 : 0] shot_pos;
    wire [RS_SIZE_BIT - 1 : 0] insert_pos;
    generate
        wire tmp_exe[1 : 2 * RS_SIZE - 1];
        wire [RS_SIZE_BIT - 1:0] exe_pos[1 : 2 * RS_SIZE - 1];
        wire tmp_free[1 : 2 * RS_SIZE - 1];
        wire [RS_SIZE_BIT - 1:0] free_pos[1 : 2 * RS_SIZE - 1];
        for (i = RS_SIZE; i < 2 * RS_SIZE; i = i + 1) begin
            assign tmp_exe[i]  = executable[i-RS_SIZE];
            assign exe_pos[i]  = i - RS_SIZE;
            assign tmp_free[i] = ~busy[i-RS_SIZE];
            assign free_pos[i] = i - RS_SIZE;
        end
        for (i = 1; i < RS_SIZE; i = i + 1) begin
            assign tmp_exe[i]  = tmp_exe[i<<1] | tmp_exe[i<<1|1];
            assign exe_pos[i]  = tmp_exe[i<<1] ? exe_pos[i<<1] : exe_pos[i<<1|1];
            assign tmp_free[i] = tmp_free[i<<1] | tmp_free[i<<1|1];
            assign free_pos[i] = tmp_free[i<<1] ? free_pos[i<<1] : free_pos[i<<1|1];
        end
        assign shotable   = tmp_exe[1];
        assign shot_pos   = exe_pos[1];
        assign insert_pos = free_pos[1];
    endgenerate
    reg  [       RS_SIZE_BIT : 0] size;
    wire [       RS_SIZE_BIT : 0] next_size = (inst_valid & !shotable) ? size + 1 :
                                              (!inst_valid & shotable) ? size - 1 : size;
    wire next_full = next_size == RS_SIZE;
    scalar_alu alu (
        .clk_in(clk_in),
        .rst_in(rst_in),
        .rdy_in(rdy_in),
        .valid(executable[shot_pos]),
        .work_type(work_type[shot_pos]),
        .r1(r1[shot_pos]),
        .r2(r2[shot_pos]),
        .inst_rob_id(rob_id[shot_pos]),
        .ready(rs_ready),
        .rob_id(rs_rob_id),
        .value(rs_value)
    );
    always @(posedge clk_in) begin : MainBlock
        integer i;
        if (rst_in) begin
            for (i = 0; i < RS_SIZE; i = i + 1) begin
                busy[i] <= 0;
                rob_id[i] <= 0;
                work_type[i] <= 0;
                r1[i] <= 0;
                r2[i] <= 0;
                has_dep1[i] <= 0;
                has_dep2[i] <= 0;
                dep1[i] <= 0;
                dep2[i] <= 0;
                size <= 0;
                full <= 0;
            end
        end
        else if (rdy_in) begin
            size <= next_size;
            full <= next_full;
            if (inst_valid) begin
                busy[insert_pos] <= 1;
                rob_id[insert_pos] <= inst_rob_id;
                work_type[insert_pos] <= inst_type;
                r1[insert_pos] <= !inst_has_dep1 ? inst_r1 : rs_ready && inst_dep1 == rs_rob_id ? rs_value : lsb_ready && inst_dep1 == lsb_rob_id ? lsb_value : 32'b0;
                r2[insert_pos] <= !inst_has_dep2 ? inst_r2 : rs_ready && inst_dep2 == rs_rob_id ? rs_value : lsb_ready && inst_dep2 == lsb_rob_id ? lsb_value : 32'b0;
                dep1[insert_pos] <= inst_dep1;
                dep2[insert_pos] <= inst_dep2;
                has_dep1[insert_pos] <= inst_has_dep1 && !(rs_ready && inst_dep1 == rs_rob_id) && !(lsb_ready && inst_dep1 == lsb_rob_id);
                has_dep2[insert_pos] <= inst_has_dep2 && !(rs_ready && inst_dep2 == rs_rob_id) && !(lsb_ready && inst_dep2 == lsb_rob_id);
            end
            for (i = 0; i < RS_SIZE; i = i + 1) begin
                if (busy[i]) begin
                    if (rs_ready && has_dep1[i] && (rs_rob_id == dep1[i])) begin
                        r1[i] <= rs_value;
                        has_dep1[i] <= 0;
                    end
                    if (rs_ready && has_dep2[i] && (rs_rob_id == dep2[i])) begin
                        r2[i] <= rs_value;
                        has_dep2[i] <= 0;
                    end
                    if (lsb_ready && has_dep1[i] && (lsb_rob_id == dep1[i])) begin
                        r1[i] <= lsb_value;
                        has_dep1[i] <= 0;
                    end
                    if (lsb_ready && has_dep2[i] && (lsb_rob_id == dep2[i])) begin
                        r2[i] <= lsb_value;
                        has_dep2[i] <= 0;
                    end
                end
            end
            if (shotable) begin
                busy[shot_pos] <= 0;
            end
        end
    end
endmodule
module scalar_alu (
    input wire clk_in,   
    input wire rst_in,   
    input wire rdy_in,   
    input wire                           valid,
    input wire [   5 - 1 : 0] work_type,
    input wire [                 31 : 0] r1,
    input wire [                 31 : 0] r2,
    input wire [5  - 1 : 0] inst_rob_id,
    output reg                           ready,
    output reg [5  - 1 : 0] rob_id,
    output reg [                 31 : 0] value
);
    localparam AddSub = 3'b000;
    localparam Sll = 3'b001;
    localparam Slt = 3'b010;
    localparam Sltu = 3'b011;
    localparam Xor = 3'b100;
    localparam SrlSra = 3'b101;
    localparam Or = 3'b110;
    localparam And = 3'b111;
    always @(posedge clk_in) begin
        if (rst_in) begin
            ready  <= 0;
            rob_id <= 0;
            value  <= 0;
        end
        else if (!rdy_in) begin
        end
        else if (!valid) begin
            ready <= 0;
        end
        else begin
            ready  <= 1'b1;
            rob_id <= inst_rob_id;
            if (work_type[4]) begin
                case (work_type[2:0])
                    3'b000: value <= r1 == r2;
                    3'b001: value <= r1 != r2;
                    3'b100: value <= $signed(r1) < $signed(r2);
                    3'b101: value <= $signed(r1) >= $signed(r2);
                    3'b110: value <= $unsigned(r1) < $unsigned(r2);
                    3'b111: value <= $unsigned(r1) >= $unsigned(r2);
                endcase
            end
            else begin
                case (work_type[2:0])
                    AddSub: value <= work_type[3] ? r1 - r2 : r1 + r2;
                    Sll: value <= r1 << r2[4:0];
                    Slt: value <= $signed(r1) < $signed(r2);
                    Sltu: value <= $unsigned(r1) < $unsigned(r2);
                    Xor: value <= r1 ^ r2;
                    SrlSra: value <= work_type[3] ? $signed(r1) >>> r2[4:0] : r1 >> r2[4:0];
                    Or: value <= r1 | r2;
                    And: value <= r1 & r2;
                endcase
            end
        end
    end
endmodule
### run.sh
#!/bin/bash
# OpenROAD 26Q1-2900-gdf79404cd8, Yosys 0.63+post, stock flow scripts
make -C /OpenROAD-flow-scripts/flow DESIGN_CONFIG=/design/flow/config.mk WORK_HOME=/design/flow/orfs finish
### config.mk
export PLATFORM = sky130hd
export DESIGN_NAME = ReservationStaion
export DESIGN_NICKNAME = ReservationStaion
export VERILOG_FILES = /design/flow/design.v
export SDC_FILE = /design/flow/constraint.sdc
export NUM_CORES = 4
export LEC_CHECK = 1
export CORE_UTILIZATION = 40
### constraint.sdc
current_design ReservationStaion

set clk_period 29.9
set clk_io_pct 0.2

create_clock -name clk0 -period $clk_period [get_ports {clk_in}]

set non_clock_inputs [all_inputs -no_clocks]
set_input_delay [expr $clk_period * $clk_io_pct] -clock clk0 $non_clock_inputs
set_output_delay [expr $clk_period * $clk_io_pct] -clock clk0 [all_outputs]
==> impl_metrics.env <==
# flow metrics
export IMPL_cp_cell_sequence="clkdlybuf4s50_1 > nor2b_1 > buf_4 > nand4_1 > nor2_1 > and2_1 > buf_4 > nand2_2 > nand2_1 > or3b_2 > buf_4"
export IMPL_die_y_um=358
export IMPL_fillers=11800
export IMPL_place_inst=6983
export IMPL_compound_area_share_pct=25.2
export IMPL_yosysTopAreaCell="edfxtp_1"
export IMPL_netlist_instances=5520
export IMPL_worstPathArrival_ps=10160
export IMPL_fa_ha_area_share_pct=2.53
export IMPL_routed_wl_mm=241
export IMPL_synthTopLogicFamily="AND-OR/OR-AND gates"
export IMPL_top_cell_area_share_pct=40.8
export IMPL_cts_num_sinks=739
export IMPL_synth_stat_cells=5520
export IMPL_met3_usage_pct=23.6
export IMPL_p_int_mw=2.03
export IMPL_htree_levels=3
export IMPL_slowest_stage="clkdlybuf4s50_1"
export IMPL_grt_max_degree=74
export IMPL_insertion_delay_ps=710
export IMPL_clk_path_buf_depth=3
export IMPL_swShare_pct=35.8
export IMPL_p_switching_mw=1.13
export IMPL_seqCellArea_um2=21700
export IMPL_area_leaders="edfxtp_1, o21ai_0, a22oi_1"
export IMPL_xor_area_share_pct=3.72
export IMPL_globalplace_congestion=1.05
export IMPL_grt_pass1_wl_mm=341
export IMPL_ir_drop_mv=0.0468
export IMPL_grt_usage_pct=39.3
export IMPL_seq_power_share_pct=37.5
export IMPL_grt_pass1_vias=46300
export IMPL_top_usage_layer="met2"
export IMPL_rows=130
export IMPL_simple_gate_share_pct=14.2
export IMPL_slew_viol_final=0
export IMPL_p_comb_share_pct=28.7
export IMPL_firstDrtPassIters=8
export IMPL_status="complete, no violations"
export IMPL_via_count=48000
export IMPL_combGateArea_um2=26100
export IMPL_setup_tns_ps=0
export IMPL_rr_worst_depth=25
export IMPL_max_freq_mhz=102
export IMPL_holdBufCountCts=0
export IMPL_yosysUniqueCellTypes=108
export IMPL_ys_flops=739
export IMPL_period_used_pct=32.9
export IMPL_mux_area_share_pct=5.32
export IMPL_yosysChipArea_um2=50600
export IMPL_cts_made_buffers=88
export IMPL_grt_overflow=0
export IMPL_cp_end_kind="flop"
export IMPL_routedWlPerCell_um=33.8
export IMPL_ff2ff_setup_slack_ps=21720
export IMPL_avgSynthCellArea_um2=9.17
export IMPL_met1_usage_pct=48.6
export IMPL_critical_path_class="in -> reg"
export IMPL_post_route_cells_drive_above_1_share_pct=11.9
export IMPL_fin_crit_ps=9850
export IMPL_synthFlopType="edfxtp_1"
export IMPL_setup_violations=0
export IMPL_ys_seq_share_pct=42.8
export IMPL_clock_root_buffer="clkbuf_16"
export IMPL_die_area_um2=128000
export IMPL_clk_pin_slew_ps=60
export IMPL_rr_startpoint="busy[1]$_SDFF_PP0_"
export IMPL_critPathLaunch="rdy_in"
export IMPL_antenna_left=0
export IMPL_finalHoldViolations=0
export IMPL_initCoreUtil_pct=40.3
export IMPL_slowest_delay_ps=880
export IMPL_hold_path_startpoint="size[3]$_SDFFE_PP0P_"
export IMPL_vias_per_cell=6.72
export IMPL_io_pins=167
export IMPL_p_clk_share_pct=33.8
export IMPL_syn2layout_area_growth_pct=11.9
export IMPL_hpwlAfterDp_mm=155
export IMPL_hp_class="reg -> reg"
export IMPL_warnings=91
export IMPL_io_buffers=166
export IMPL_relSlewSlack_pct=4.80
export IMPL_post_cts_buffers=0
export IMPL_antenna_found_initial=10
export IMPL_skew_ps=54.4
export IMPL_syn_area_um2=50600
export IMPL_rsz0062_at_grt="false"
export IMPL_leakage_nw=20.6
export IMPL_cts_resized=0
export IMPL_core_um2=126000
export IMPL_crit_path_start_kind="primary input"
export IMPL_p_per_area_nw_per_um2=55.8
export IMPL_fin_cells=7144
export IMPL_cts_tree="yes"
export IMPL_tightest_slew_ps=1410
export IMPL_required_ps=30210
export IMPL_die_x_um=358
export IMPL_maxCapViolCount=0
export IMPL_crit_top_cell="buf_4"
export IMPL_synth_edff_count=688
export IMPL_drt_iter0_drc=5167
export IMPL_hold_depth=2
export IMPL_ys_warn_count=2
export IMPL_grt_use_met2_pct=53.7
export IMPL_async_reset_ff_share_pct=0
export IMPL_drt_drc_violations_left=0
export IMPL_cp_max_fo=42
## per-stage QoR
stage	hold slack (ps)	setup slack (ps)	power, mW	util [%]	cell area [um2]
6_report	548	20050	3.16	45.1	56600
5_1_grt	582	19990	3.25	45.1	56600
4_1_cts	548	20250	3.13	45.1	56600
3_5_place_dp	525	19570	2.08	42.9	53900
3_3_place_gp	517	19580	2.08	42.9	53900
2_1_floorplan	437	20790	1.73	-	50600
## path summary, 6_finish.rpt
| check | end |
|---|---|
| setup / recovery | r2[5][14]$_DFFE_PP_ |
| hold / removal | size[3]$_SDFFE_PP0P_ |
| setup reg to reg | alu.value[22]$_SDFFE_PP0P_ |
| hold reg to reg | size[3]$_SDFFE_PP0P_ |
## placed cells by master, fill, tap and decap left out, types with 151 or more instances in the layout
cell type / count
o21ai_0: 573
and3_1: 151
clkdlybuf4s50_1: 163
nor2_1: 367
edfxtp_1: 688
nand2_1: 371
a22oi_1: 341
o22ai_1: 219
a21oi_1: 347
nand3_1: 218
buf_4: 268
## flip-flops by register name (all words and copies together), names as in the netlist, 4 cells and up
name	flops
has_dep1	8
size	4
busy	8
alu.rob_id	5
dep1	40
has_dep2	8
dep2	40
r1	256
r2	256
work_type	40
rob_id	40
alu.value	32
## cell type report
class,instances,area share (%)
antenna,4,0.0177
tap,1650,3.65
sequential,739,38.3
clock inverter,42,0.760
timing repair buffer,435,6.49
clock buffer,115,4.08
inverter,100,0.680
multi-input combinational,4059,46.0
## cells by family (layout without fill, tap and decap cells)
logic type,Yosys count,in the layout
compound gates,2020,2020
xor+xnor,215,215
fa+ha+maj,101,101
buf+inv,722,692
flops,739,739
mux,247,247
other cells,0,4
simple gates,1476,1476
## power by group through the flow
stage | Combinational (mW) | Clock, mW | Sequential, mW
CTS | 0.872 | 1.07 | 1.19
finish | 0.906 | 1.07 | 1.19
global route | 0.948 | 1.11 | 1.19
## worst max-delay path, delay by kind of cell
family,cells,cell delay (ps)
buffers and inverters,4,2020
AND/OR/NAND/NOR,7,2090
## layer usage
metal  vias to the layer above  part of all wire, %
met5                         -                 0.10
met4                        14                  7.3
li1                      20700                    -
met3                       733                   16
met1                     22900                   35
met2                      3644                   42
## cell usage after synthesis (71+ instances only)
library cell and count:
a21oi_1 349, a22oi_1 341, and3_1 152, buf_2 71, clkbuf_1 426, edfxtp_1 688, ha_1 99, inv_1 95
mux2_2 96, mux2i_1 138, nand2_1 380, nand3_1 219, nor2_1 378, o21ai_0 574, o21ai_1 126, o22ai_1 219
xnor2_1 132, xor2_1 83
Power figures rest on the tool's default switching activity, not on a simulated workload.
