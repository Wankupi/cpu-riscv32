<file path="./run.sh">
#!/bin/bash
# OpenROAD 26Q1-2900-gdf79404cd8, Yosys 0.63+post, stock flow scripts
make -C /OpenROAD-flow-scripts/flow DESIGN_CONFIG=/design/flow/config.mk WORK_HOME=/design/flow/orfs finish
</file>
<file path="./config.mk">
export PLATFORM = sky130hd
export DESIGN_NAME = RegisterFile
export DESIGN_NICKNAME = RegisterFile
export VERILOG_FILES = /design/flow/design.v
export SDC_FILE = /design/flow/constraint.sdc
export NUM_CORES = 4
export LEC_CHECK = 1
export CORE_UTILIZATION = 40
</file>
<file path="./constraint.sdc">
current_design RegisterFile

set clk_period 10.3
set clk_io_pct 0.2

create_clock -name clk0 -period $clk_period [get_ports {clk_in}]

set non_clock_inputs [all_inputs -no_clocks]
set_input_delay [expr $clk_period * $clk_io_pct] -clock clk0 $non_clock_inputs
set_output_delay [expr $clk_period * $clk_io_pct] -clock clk0 [all_outputs]
</file>
<file path="./design.v">
module RegisterFile (
    input wire clk_in,   
    input wire rst_in,   
    input wire rdy_in,   
    input wire rob_clear,
    input wire [4:0] set_reg_id,
    input wire [31:0] set_val,
    input wire [5 - 1:0] set_reg_on_rob_id,
    input wire [                 4:0] set_dep_reg_id,
    input wire [5 - 1:0] set_dep_rob_id,
    input  wire [                 4:0] get_id1,
    output wire [                31:0] get_val1,
    output wire                        get_has_dep1,
    output wire [5 - 1:0] get_dep1,
    input  wire [                 4:0] get_id2,
    output wire [                31:0] get_val2,
    output wire                        get_has_dep2,
    output wire [5 - 1:0] get_dep2,
    output wire [5 - 1 : 0] get_rob_id1,
    input  wire                          rob_value1_ready,
    input  wire [                  31:0] rob_value1,
    output wire [5 - 1 : 0] get_rob_id2,
    input  wire                          rob_value2_ready,
    input  wire [                  31:0] rob_value2
);
    reg [31:0] regs[0:31];
    reg [5 - 1:0] dep[0:31];
    reg has_dep[0:31];
    wire hd1 = has_dep[get_id1] || set_dep_reg_id && set_dep_reg_id == get_id1;
    wire hd2 = has_dep[get_id2] || set_dep_reg_id && set_dep_reg_id == get_id2;
    assign get_val1 = hd1 ? rob_value1 : regs[get_id1];
    assign get_val2 = hd2 ? rob_value2 : regs[get_id2];
    assign get_has_dep1 = hd1 && !rob_value1_ready;
    assign get_has_dep2 = hd2 && !rob_value2_ready;
    assign get_dep1 = set_dep_reg_id == get_id1 ? set_dep_rob_id : dep[get_id1];
    assign get_dep2 = set_dep_reg_id == get_id2 ? set_dep_rob_id : dep[get_id2];
    assign get_rob_id1 = get_dep1;
    assign get_rob_id2 = get_dep2;
    always @(posedge clk_in) begin : MainBlock
        integer i;
        if (rst_in) begin
            for (i = 0; i < 32; i = i + 1) begin
                regs[i] <= 0;
                dep[i] <= 0;
                has_dep[i] <= 0;
            end
        end
        else if (!rdy_in) begin
        end
        else if (rob_clear) begin
            for (i = 0; i < 32; i = i + 1) begin
                dep[i] <= 0;
                has_dep[i] <= 0;
            end
        end
        else begin
            if (set_reg_id) begin
                regs[set_reg_id] <= set_val;
                if (set_dep_reg_id != set_reg_id && set_reg_on_rob_id == dep[set_reg_id]) begin
                    has_dep[set_reg_id] <= 0;
                    dep[set_reg_id] <= 0;
                end
            end
            if (set_dep_reg_id) begin
                dep[set_dep_reg_id] <= set_dep_rob_id;
                has_dep[set_dep_reg_id] <= 1;
            end
        end
    end
endmodule
</file>
==> Slide: Implementation Results <==
Run Summary

Layout
  – Layout Utilization: 45.8%
  – Layout fillers: approximately 14000
  – Fraction of layout cells with a size suffix above 1: between 20% and 30%
  – Layout area overhead: 13.4%
  – Register area: 36200 um^2
  – Non-Filler Instances: about 6700
  – Logic area: 29200 um^2

Pwr
  – Pleak: between 20 and 30 nW
  – Maximum VDD drop: around 0.16 mV
  – PD cells: 159 nW/um^2

Routing
  – Final wirelength: about 220 mm
  – DRC Markers: 0
  – Wire per inst: roughly 34 um
  – Drt pass-1 iters: 7
  – Antenna Violating Nets Remaining: 0
  – Via count: approximately 40000
  – Initial DRC count: approximately 2900
  – Vias/cell: 5.99

Clocking
  – Post-CTS setup buffers: 0
  – Clock Latency Late Sink: approximately 0.79 ns
  – # hold bufs at CTS: 0
  – CTS tree: built
  – PostCTS Resize Cnt: 0
  – Clock Tree Buf Depth: 3
  – Clock sinks: between 1000 and 1500
  – # H-tree levels: 4
  – CTS clk-pin slew, worst paths: 0.06 ns
  – Root buffer cell: clkbuf_16
  – Num CTS Buffers: around 140

GRT
  – Largest net degree at the start of global routing: roughly 110
  – Initial antenna violation count: 5
  – Vias in the first global route: approximately 43000
  – First-pass GRT wire length: 319 mm
  – GR Overflow Total: 0
  – Gr usage total: 29.4%

Floorplanning
  – DIE HEIGHT: a little over 400 um
  – # rows: around 150
  – Full die area: ~170000 um^2
  – Fp util: about two fifths
  – Die Width: between 400 and 500 um
  – Core area: between 150000 and 200000 um^2
  – I/O pin cnt: roughly 220

Setup path
  – Crit path largest cell delay: between 0.5 and 0.6 ns
  – Reg2reg path depth: 7
  – Critical path class: input port to output pin
  – Worst EP arrival: 5.81 ns
  – CP most frequent cell: mux4_2
  – RR Startpoint: dep[22][1]$_SDFFCE_PN0P_
  – CP max-delay cell: o21ai_0
  – Crit-path cells: buf_8, buf_4, mux4_2, mux4_2, mux2i_1, o21ai_4, o21ai_0, clkdlybuf4s50_1
  – Worst reg2reg path endpoint: dep[4][2]$_SDFFCE_PN0P_
  – Reg2reg setup slack: approximately 6.6 ns
  – Crit end category: output pin
  – CP required: slightly above 8 ns
  – Crit start category: input port
  – Crit-path max FO: around 50

Yosys
  – Ys cells: around 4300
  – Yosys Chip Area: approximately 67000 um^2
  – Post-synth seq share: ~54%
  – Post-synth regs: between 1000 and 1500
  – Synth Warn #: 1
  – Top cell area share: 53.2%
  – Post-synth area hogs: edfxtp_1 (53%), mux4_2 (26%), and2_1 (11%)
  – Synthesized instance count: ~4300
  – Synth cell types: between 40 and 50
  – Post-Syn Area: approximately 67000 um^2
  – Synth area leader: edfxtp_1
  – Post-Syn Area per Cell: ~16 um^2

Hold path
  – Hold Crit Class: register to register
  – Hold Path End: has_dep[24]$_DFF_P_
  – Worst Hold Launch: has_dep[24]$_DFF_P_
  – Worst hold path stage count: 2

Place
  – GP Congestion: between 0.9 and 1
  – Placed Instances: approximately 6400
  – HPWL after detailed placement: approximately 130 mm
  – Number of I/O port buffers: approximately 220

STA
  – Post-layout period usage: approximately three quarters
  – Peak Freq: ~0.13 GHz
  – Final Skew: roughly 0.024 ns
  – Final Hold Violation Tally: 0
  – Crit path time final: slightly below 8 ns
  – Setup TNS: 0 ns
  – Slew Limit Fails: 0
  – Final count of negative-setup-slack endpoints: 0
  – RSZ-0062 raised after global routing: false
  – Slew @ Worst Pin: 1.00 ns
  – Relative slew slack: 33.1%

Status
  – Status: finished, final reports clean

Job
  – Count of tool warnings: 29
  – Max_cap viols: 0
==> power breakdown <==
part           leakage [nW]  switching [mW]  total, mW  internal [mW]
logic                  11.9           0.842       1.63          0.789
clock network          2.00            2.01       4.58           2.57
registers              11.6           0.141       5.83           5.69
==> final cells by class <==
type | count | area share [%]
inverter | 2 | 0.00991
clock inverter | 73 | 0.649
antenna | 4 | 0.0132
clock buffer | 170 | 4.74
tap | 2189 | 3.61
timing repair buffer | 383 | 4.70
sequential | 1216 | 47.8
multi-input combinational | 2648 | 38.5
==> per-stage QoR <==
| stage | instance area, um^2 | worst slack (ns) | power [mW] | hold slack (ns) |
|---|---|---|---|---|
| after floorplan | 67000 | 3.44 | 6.84 | 0.442 |
| after global placement | 71700 | 2.45 | 7.55 | 0.462 |
| after detailed placement | 71700 | 2.45 | 7.56 | 0.465 |
| after CTS | 75800 | 2.44 | 12.1 | 0.476 |
| after global routing | 75800 | 2.26 | 12.4 | 0.491 |
| final | 75800 | 2.43 | 12.0 | 0.478 |
==> cell usage in the layout, fill, tap and decap left out, types with 35 or more instances in the layout <==
cell / Yosys / layout
edfxtp_1: 1184 / 1184
and2_1: 1152 / 1152
mux4_2: 760 / 760
clkdlybuf4s50_1: 0 / 205
buf_4: 10 / 160
mux2i_1: 156 / 156
clkbuf_16: 0 / 139
nand2_1: 136 / 136
o22ai_1: 66 / 66
o21ai_0: 66 / 64
nor2_1: 83 / 53
clkinv_1: 0 / 37
conb_1: 1 / 37
nor4_1: 35 / 35
==> Yosys cell counts, drive strengths merged <==
library cell and count:
a21oi 15, a31o 5, a31oi 1, and2 1152, and3 6, and4 1, buf 103, clkbuf 360
conb 1, dfxtp 32, edfxtp 1184, inv 2, mux2i 156, mux4 760, nand2 136, nand2b 2
nand3 7, nand3b 5, nand4 1, nand4b 4, nand4bb 3, nor2 83, nor2b 8, nor3 5
nor3b 1, nor4 35, o2111ai 1, o21ai 66, o22ai 66, or2 32, or3 28, or3b 2
or4 8, or4b 4, or4bb 3, xnor2 6, xor2 9
==> layer usage <==
layer,vias to the layer above,GRT usage (%),routed length [um]
met3,489,21.4,38200
met1,19872,35.6,72400
li1,16830,-,-
met2,2812,42.0,103000
met5,-,2.29,468
met4,18,10.1,10200
==> cell families after synthesis <==
group	after synthesis	share of synthesized area, %
buffers and inverters	465	2.78
AND/OR/NAND/NOR	1526	13.6
flip-flops	1216	54.2
other	1	0.00561
multiplexers	916	27.9
XOR/XNOR	15	0.197
AND-OR/OR-AND	154	1.31
==> worst max path at each step <==
| stage | from | end | slack [ns] | depth (start not counted) |
|---|---|---|---|---|
| 4_1_cts | get_id2[0] | get_val2[1] | 2.44 | 8 |
| 5_1_grt | get_id2[0] | get_val2[31] | 2.26 | 8 |
| 6_report | get_id2[0] | get_val2[31] | 2.43 | 8 |
==> critical path: cells and delay by family <==
kind                   cells  cell delay (ns)
buffers and inverters      3             1.53
muxes                      3             1.35
AOI/OAI and AO/OA          2             0.74
==> sequential cells by signal (all words and copies together) (netlist names) <==
| signal | cells |
|---|---|
| regs | 1024 |
| has_dep | 32 |
| dep | 160 |
Power and IR drop assume default switching activity.
